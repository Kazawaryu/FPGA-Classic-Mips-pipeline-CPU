**design/flow/config.mk**
```make
export PLATFORM = sky130hd
export DESIGN_NAME = keyboard
export DESIGN_NICKNAME = keyboard
export VERILOG_FILES = /design/flow/design.v
export SDC_FILE = /design/flow/constraint.sdc
export NUM_CORES = 4
export LEC_CHECK = 1
export CORE_UTILIZATION = 50
```
**design/flow/constraint.sdc**
```tcl
current_design keyboard

set clk_period 6.7
set clk_io_pct 0.2

create_clock -name clk0 -period $clk_period [get_ports {clk}]

set non_clock_inputs [all_inputs -no_clocks]
set_input_delay [expr $clk_period * $clk_io_pct] -clock clk0 $non_clock_inputs
set_output_delay [expr $clk_period * $clk_io_pct] -clock clk0 [all_outputs]
```
**design/flow/design.v**
```verilog
`timescale 1ns / 1ps
module debounce(
    input wire clk, nrst,
    input wire key_in,
    output reg key_out
    );
    localparam TIME_20MS = 2_000_000_000;  
    reg key_cnt;
    reg [30:0] cnt;
    always @(posedge clk or negedge nrst) begin
        if(nrst == 0)
            key_cnt <= 0;
        else if(key_cnt == 0 && key_out != key_in)
            key_cnt <= 1;
        else if(cnt == TIME_20MS - 1)
            key_cnt <= 0;
    end
    always @(posedge clk or negedge nrst) begin
        if(nrst == 0)
            cnt <= 0;
        else if(key_cnt)
            cnt <= cnt + 1'b1;
        else
            cnt <= 0;
    end
    always @(posedge clk or negedge nrst) begin
        if(nrst == 0)
            key_out <= 0;
        else if(key_cnt == 0 && key_out != key_in)
            key_out <= key_in;
    end
endmodule
`timescale 1ns / 1ps
module keyboard(clk,rst,row,col,data,backplace);
  input           clk;
  input           rst;
  input      [3:0] row;                 
  output reg [3:0] col;                 
  output reg [15:0]data;
  input backplace;                
reg [2:0]realbackplace;         
wire down;
wire downed;	 
assign down = row != 4'hF ? 1'b1 : 1'b0;
debounce  u(
	.clk		(clk),						 
	.nrst		(rst),						 
	.key_in		(down),						 
	.key_out(downed)					 
);
reg [19:0] cnt;                          
wire key_clk;
always @ (posedge clk or posedge rst)
  if (rst)
    cnt <= 0;
  else
    cnt <= cnt + 1'b1;
assign key_clk = cnt[19];                 
parameter NO_KEY_PRESSED = 6'b000_001;   
parameter SCAN_COL0      = 6'b000_010;   
parameter SCAN_COL1      = 6'b000_100;   
parameter SCAN_COL2      = 6'b001_000;   
parameter SCAN_COL3      = 6'b010_000;   
parameter KEY_PRESSED    = 6'b100_000;   
reg [5:0] current_state, next_state;     
always @ (posedge key_clk or posedge rst)
  if (rst)
    current_state <= NO_KEY_PRESSED;
  else
    current_state <= next_state;
always @ (*)
  case (current_state)
    NO_KEY_PRESSED :                     
        if (down)
          next_state = SCAN_COL0;
        else
          next_state = NO_KEY_PRESSED;
    SCAN_COL0 :                          
        if (down)
          next_state = KEY_PRESSED;
        else
          next_state = SCAN_COL1;
    SCAN_COL1 :                          
        if (down)
          next_state = KEY_PRESSED;
        else
          next_state = SCAN_COL2;    
    SCAN_COL2 :                          
        if (down)
          next_state = KEY_PRESSED;
        else
          next_state = SCAN_COL3;
    SCAN_COL3 :                          
        if (down)
          next_state = KEY_PRESSED;
        else
          next_state = NO_KEY_PRESSED;
    KEY_PRESSED :                        
        if (downed)
          next_state = KEY_PRESSED;
        else
          next_state = NO_KEY_PRESSED;                      
  endcase
reg       key_pressed_flag;              
reg [3:0] col_val, row_val;              
always @ (posedge key_clk or posedge rst)
  if (rst)
  begin
    col              <= 4'h0;
    key_pressed_flag <=    0;
  end
  else
    case (next_state)
      NO_KEY_PRESSED :                   
      begin
        col              <= 4'h0;
        key_pressed_flag <=    0;        
      end
      SCAN_COL0 :                        
        col <= 4'b1110;
      SCAN_COL1 :                        
        col <= 4'b1101;
      SCAN_COL2 :                        
        col <= 4'b1011;
      SCAN_COL3 :                        
        col <= 4'b0111;
      KEY_PRESSED :                      
      begin
        col_val  <= col;         
        row_val  <= row;         
        key_pressed_flag <= 1;           
      end
    endcase
reg [2:0] count;
reg [3:0] keyboard_val;
always @ (posedge key_clk or posedge rst)begin
  if (rst) begin
    keyboard_val <= 4'h0;
    data <= 16'b0;
    count <= 3'b0;
  end
  else begin
    if (key_pressed_flag) begin
      case ({col_val, row_val})
        8'b1110_1110 :begin    
          if(count==3'b101) begin
            keyboard_val <= 4'h0;
            data <= 16'b0;
            count <= 3'b0;
          end
          else begin
          keyboard_val <= 4'h1;
          count = count + 1;
          data [15 - 4 * (count - 1) -: 4] = 4'h1;
          end
        end
        8'b1110_1101 : begin   
          if(count==3'b101) begin
            keyboard_val <= 4'h0;
            data <= 16'b0;
            count <= 3'b0;
          end
          else begin
          keyboard_val <= 4'h4;
          count = count + 1;
          data [15 - 4 * (count - 1) -: 4] = 4'h4;
          end
        end
        8'b1110_1011 : begin   
          if(count==3'b101) begin
            keyboard_val <= 4'h0;
            data <= 16'b0;
            count <= 3'b0;
          end
          else begin
          keyboard_val <= 4'h7;
          count = count + 1;
          data [15 - 4 * (count - 1) -: 4] = 4'h7;
          end
        end
        8'b1110_0111 : begin  
          if(count==3'b101) begin
            keyboard_val <= 4'h0;
            data <= 16'b0;
            count <= 3'b0;
          end
          else begin
          keyboard_val <= 4'hE;
          count = count + 1;
          data [15 - 4 * (count - 1) -: 4] = 4'hE;
          end
        end
        8'b1101_1110 : begin   
          if(count==3'b101) begin
            keyboard_val <= 4'h0;
            data <= 16'b0;
            count <= 3'b0;
          end
          else begin
          keyboard_val <= 4'h2;
          count = count + 1;
          data [15 - 4 * (count - 1) -: 4] = 4'h2;
          end
        end
        8'b1101_1101 : begin   
          if(count==3'b101) begin
            keyboard_val <= 4'h0;
            data <= 16'b0;
            count <= 3'b0;
          end
          else begin
          keyboard_val <= 4'h5;
          count = count + 1;
          data [15 - 4 * (count - 1) -: 4] = 4'h5;
          end
        end
        8'b1101_1011 : begin   
          if(count==3'b101) begin
            keyboard_val <= 4'h0;
            data <= 16'b0;
            count <= 3'b0;
          end
          else begin
          keyboard_val <= 4'h8;
          count = count + 1;
          data [15 - 4 * (count - 1) -: 4] = 4'h8;
          end
        end
        8'b1101_0111 : begin   
          if(count==3'b101) begin
            keyboard_val <= 4'h0;
            data <= 16'b0;
            count <= 3'b0;
          end
          else begin
          keyboard_val <= 4'h0;
          count = count + 1;
          data [15 - 4 * (count - 1) -: 4] = 4'h0;
          end
        end
        8'b1011_1110 : begin   
          if(count==3'b101) begin
            keyboard_val <= 4'h0;
            data <= 16'b0;
            count <= 3'b0;
          end
          else begin
          keyboard_val <= 4'h3;
          count = count + 1;
          data [15 - 4 * (count - 1) -: 4] = 4'h3;
          end
        end
        8'b1011_1101 : begin   
          if(count==3'b101) begin
            keyboard_val <= 4'h0;
            data <= 16'b0;
            count <= 3'b0;
          end
          else begin
          keyboard_val <= 4'h6;
          count = count + 1;
          data [15 - 4 * (count - 1) -: 4] = 4'h6;
          end
        end
        8'b1011_1011 : begin   
          if(count==3'b101) begin
            keyboard_val <= 4'h0;
            data <= 16'b0;
            count <= 3'b0;
          end
          else begin
          keyboard_val <= 4'h9;
          count = count + 1;
          data [15 - 4 * (count - 1) -: 4] = 4'h9;
          end
        end
        8'b1011_0111 : begin   
          if(count==3'b101) begin
            keyboard_val <= 4'h0;
            data <= 16'b0;
            count <= 3'b0;
          end
          else begin
          keyboard_val <= 4'hF;
          count = count + 1;
          data [15 - 4 * (count - 1) -: 4] = 4'hF;
          end
        end
        8'b0111_1110 : begin   
          if(count==3'b101) begin
            keyboard_val <= 4'h0;
            data <= 16'b0;
            count <= 3'b0;
          end
          else begin
          keyboard_val <= 4'hA;
          count = count + 1;
          data [15 - 4 * (count - 1) -: 4] = 4'hA;
          end
        end 
        8'b0111_1101 : begin   
          if(count==3'b101) begin
            keyboard_val <= 4'h0;
            data <= 16'b0;
            count <= 3'b0;
          end
          else begin
          keyboard_val <= 4'hB;
          count = count + 1;
          data [15 - 4 * (count - 1) -: 4] = 4'hB;
          end
        end
        8'b0111_1011 : begin   
          if(count==3'b101) begin
            keyboard_val <= 4'h0;
            data <= 16'b0;
            count <= 3'b0;
          end
          else begin
          keyboard_val <= 4'hC;
          count = count + 1;
          data [15 - 4 * (count - 1) -: 4] = 4'hC;
          end
        end
        8'b0111_0111 : begin    
          if(count==3'b101) begin
            keyboard_val <= 4'h0;
            data <= 16'b0;
            count <= 3'b0;
          end
          else begin
          keyboard_val <= 4'hD;
          count = count + 1;
          data [15 - 4 * (count - 1) -: 4] = 4'hD;
          end
        end       
      endcase
    end
    else begin
      if (backplace) begin
        realbackplace = realbackplace + 1;
        if(realbackplace == 3'b100) begin
          if(count > 0) begin
          data [15 - 4 * (count - 1) -: 4] = 4'h0;
          count = count - 1'b1;
          end
        end
      end
    end
  end
end
endmodule
```
**design/flow/run.sh**
```bash
#!/bin/bash
# OpenROAD 26Q1-2900-gdf79404cd8, Yosys 0.63+post, stock flow scripts
make -C /OpenROAD-flow-scripts/flow DESIGN_CONFIG=/design/flow/config.mk WORK_HOME=/design/flow/orfs finish
```
==> results.cfg <==
; physical design summary
[status]
status = finished clean

[placed_design]
placement.io_buffers = 26
hpwl_reported_at_the_end_of_detailed_placement_mm = 7.461
finalWeightedCongestion = 0.8829

[floorplan]
die_h_um = 106.4
fp.dieArea_mm2 = 0.01132
placementRows = 37
initCoreUtil = 0.5210
core_mm2 = 0.01046
num_io_pins = 27
fp.dieW_um = 106.4

[clock_network]
number_of_buffers_added_to_fix_hold_violations_after_cts = 0
ctsHtreeMaxLevel = 2
clock_tree.root_cell = sky130_fd_sc_hd__clkbuf_8
cts_buffer_depth = 2
worst_setup_hold_path_clk_slew_ns = 0.09
cts_tree = yes
postCtsSetupBuffers = 0
cts_repair_resizes = 0
insertion_delay_ns = 0.30
tritoncts.num_buffers = 5

[logic_synthesis]
synthDominantCellAreaShare = 0.3764
synthArstFlopShare = 0.8300
edf_count = 11
ys_top_cells_by_area = sky130_fd_sc_hd__dfrtp_1, sky130_fd_sc_hd__edfxtp_1, sky130_fd_sc_hd__ha_1
netlist_instances = 550
yosys_area_mm2 = 0.005451
avgSynthCellArea_um2 = 9.912
synth-seq-cells = 100
synthDistinctLibCells = 61
top_flip_flop_cell_by_instance_count_after_synthesis = sky130_fd_sc_hd__dfrtp_1
yosys_cells = 550
synth.cell_area_mm2 = 0.005451
yosys.area.top_type = sky130_fd_sc_hd__dfrtp_1
yosys_warnings = 2

[layout]
areaGrowthSynthToFinish_pct = 8.217
mostFrequentLayoutCells = sky130_fd_sc_hd__dfrtp_1, sky130_fd_sc_hd__nand2_1, sky130_fd_sc_hd__xnor2_1
dominant_logic_cell_type_in_the_layout = sky130_fd_sc_hd__dfrtp_1
drive_gt1_frac = 0.04754

[power]
maximum_vdd_drop_mv = 0.1388
static-leakage-power_uw = 0.002408
total_switching_power_uw = 141.8
flop_pwr_share = 0.607
combPwrFrac = 0.098
power_switching_share = 0.2440
clockPowerShare = 0.295
internal_power_uw = 439.2
pwr_density_cell_mw_per_mm2 = 98.47

[timing]
unconstrained_endpoints = 78
worst_pin_slew_ns = 0.7891
setup_viol = 0
grt_setup_unrepaired = no
register_pins_left_without_a_clock = 47
number_of_hold_violations_in_the_final_report = 0
peak_freq_ghz = 0.4447
max_slew_margin = 0.4665
timing.final.crit_share = 0.3356
holdWs_ns = 0.4719
tns_ns = 0
finalWorstPathRequiredPeriod_ns = 2.249
timing_max_transition_violations_final = 0
skew_ns = 0.006762

[setup_path]
critical_path_arrival_ns = 2.47
path_max_fanout = 4
worstSetupStartpointType = primary input
crit_path_end_kind = register
reg2reg_slack_ns = 4.56
critPathRequiredTime_ns = 6.92
reg2regPathDepth = 7
worst-setup-path-type = primary input to register

[detailed_routing]
post_drt_via_cell_ratio = 5.624
detailed_route_wire_length_mm = 10.31
first_iter_violations = 241
detail_route_antenna_nets = 0
routed_wire_length_per_instance_um = 14.64
num_antenna_cells = 0
detail_route.first_pass.iterations = 4
remaining_drc_errors = 0
vias = 3959

[min_path]
hold_path.class = register to register
whs_path_depth = 1

[flow_run]
maximum_capacitance_violations = 0
tool_warnings = 31

[grt]
global_route.peak_usage_layer = met1
grt_first_pass_wirelength_mm = 18.07
met3_usage = 0.01438
via_count_of_the_first_global_routing_pass = 3693
met2_usage = 0.3214
grt.met1_usage = 0.3450
global_route.overflow_total = 0
antenna_found_initial = 0
grt_usage = 0.2039
grt_max_degree = 43
==> cell families after synthesis <==
| logic type | after synthesis | share of synthesized area |
|---|---|---|
| AND/OR/NAND/NOR | 240 | 0.2454 |
| flip-flops | 94 | 0.4418 |
| AND-OR/OR-AND | 92 | 0.1196 |
| XOR/XNOR | 55 | 0.08974 |
| buffers and inverters | 38 | 0.02984 |
| adder cells (fa/ha/maj) | 24 | 0.05508 |
| latches | 6 | 0.01653 |
| multiplexers | 1 | 0.002065 |
==> metal layers <==
layer	vias up	part of all wire
li1	2008	-
met1	1897	0.50
met2	49	0.47
met3	5	0.021
met4	0	0.0068
met5	-	0
==> registers in the layout, indices dropped and copies added (netlist names), 3 cells and up <==
register / count
cnt: 20
current_state: 6
data: 16
count: 3
row_val: 4
realbackplace: 3
u.cnt: 31
col_val: 4
col: 4
next_state: 6
==> power by group through the flow <==
stage	clock network (uW)	logic (uW)	registers (uW)
final	171	57.1	353
after CTS	180	58.4	353
after global routing	189	66.6	356
==> final timing paths <==
check                                 end     start
worst max-delay path            u.key_cnt    row[2]
max in group asynchronous          cnt[5]       rst
worst min-delay path               cnt[5]    cnt[5]
min in group asynchronous       u.cnt[25]       rst
worst min register to register     cnt[5]    cnt[5]
worst max register to register  u.cnt[30]  u.cnt[0]
==> synthesized netlist by cell type, types with 3 or more instances <==
library cell / n
sky130_fd_sc_hd__dfrtp_1: 82
sky130_fd_sc_hd__nand2_1: 56
sky130_fd_sc_hd__xnor2_1: 34
sky130_fd_sc_hd__o21ai_0: 33
sky130_fd_sc_hd__nor2_1: 28
sky130_fd_sc_hd__ha_1: 24
sky130_fd_sc_hd__nand3_1: 24
sky130_fd_sc_hd__and2_1: 23
sky130_fd_sc_hd__xor2_1: 20
sky130_fd_sc_hd__inv_1: 17
sky130_fd_sc_hd__nand4_1: 16
sky130_fd_sc_hd__a22o_1: 11
sky130_fd_sc_hd__and3_1: 11
sky130_fd_sc_hd__clkbuf_1: 11
sky130_fd_sc_hd__edfxtp_1: 11
sky130_fd_sc_hd__nor3_1: 11
sky130_fd_sc_hd__a21oi_1: 9
sky130_fd_sc_hd__nor2b_1: 9
sky130_fd_sc_hd__nor4_1: 9
sky130_fd_sc_hd__nand4b_1: 8
sky130_fd_sc_hd__buf_2: 7
sky130_fd_sc_hd__nand2b_1: 7
sky130_fd_sc_hd__and4_1: 6
sky130_fd_sc_hd__dlxtn_1: 6
sky130_fd_sc_hd__nor4bb_1: 6
sky130_fd_sc_hd__a31oi_1: 5
sky130_fd_sc_hd__nor3b_1: 4
sky130_fd_sc_hd__o41ai_1: 4
sky130_fd_sc_hd__a211oi_1: 3
sky130_fd_sc_hd__a21boi_0: 3
sky130_fd_sc_hd__a32o_1: 3
sky130_fd_sc_hd__buf_4: 3
sky130_fd_sc_hd__nand2_2: 3
sky130_fd_sc_hd__nand3b_1: 3
sky130_fd_sc_hd__nor4b_1: 3
sky130_fd_sc_hd__o211ai_1: 3
sky130_fd_sc_hd__o22ai_1: 3
sky130_fd_sc_hd__or3_1: 3
==> cell type report <==
| type | instances | area, um^2 |
|---|---|---|
| Fill cell | 931 | 4563 |
| Multi-Input combinational cell | 412 | 2790 |
| Sequential cell | 100 | 2499 |
| Timing Repair Buffer | 31 | 292.8 |
| Tap cell | 136 | 170.2 |
| Clock buffer | 7 | 76.32 |
| Inverter | 17 | 63.81 |
| Clock inverter | 1 | 7.507 |
==> metrics by stage <==
step / instance area [um^2] / worst slack (ns) / util / power, uW / instances
floorplan: 5451 / 4.160 / - / 397.5 / 550
detailed placement: 5816 / 4.171 / 0.5558 / 416.3 / 696
CTS: 5899 / 4.466 / 0.5639 / 590.4 / 704
global placement: 5816 / 4.180 / 0.5558 / 415.0 / 696
global route: 5899 / 4.359 / 0.5639 / 611.4 / 704
finish: 5899 / 4.451 / 0.5639 / 580.9 / 704
==> worst max-delay path, stage by stage <==
cell and delay [ns]:
sky130_fd_sc_hd__clkdlybuf4s50_1 0.51, sky130_fd_sc_hd__and4_1 0.30, sky130_fd_sc_hd__xnor2_1 0.15, sky130_fd_sc_hd__nor2_1 0.06
sky130_fd_sc_hd__a21oi_1 0.11
Power is estimated from default activity; no workload was simulated.
