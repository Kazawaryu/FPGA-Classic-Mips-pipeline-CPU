`flow/run.sh`:
```
#!/bin/bash
# OpenROAD 26Q1-2900-gdf79404cd8, Yosys 0.63+post, stock flow scripts
make -C /OpenROAD-flow-scripts/flow DESIGN_CONFIG=/design/flow/config.mk WORK_HOME=/design/flow/orfs finish
```
`flow/config.mk`:
```
export PLATFORM = sky130hd
export DESIGN_NAME = decode32
export DESIGN_NICKNAME = decode32
export VERILOG_FILES = /design/flow/design.v
export SDC_FILE = /design/flow/constraint.sdc
export NUM_CORES = 4
export LEC_CHECK = 1
export CORE_UTILIZATION = 30
```
`flow/constraint.sdc`:
```
current_design decode32

set clk_period 10.1
set clk_io_pct 0.2

create_clock -name clk0 -period $clk_period [get_ports {clock}]

set non_clock_inputs [all_inputs -no_clocks]
set_input_delay [expr $clk_period * $clk_io_pct] -clock clk0 $non_clock_inputs
set_output_delay [expr $clk_period * $clk_io_pct] -clock clk0 [all_outputs]
```
`flow/design.v`:
```
`timescale 1ns / 1ps
module decode32(read_data_1,read_data_2,Instruction,mem_data,ALU_result,
                 Jal,RegWrite,MemtoReg,RegDst,Sign_extend,clock,reset,opcplus4);
    output[31:0] read_data_1;                
    output[31:0] read_data_2;                
    input[31:0]  Instruction;                
    input[31:0]  mem_data;   				 
    input[31:0]  ALU_result;   				 
    input        Jal;                        
    input        RegWrite;                   
    input        MemtoReg;               
    input        RegDst;             
    output[31:0] Sign_extend;                
    input		 clock,reset;                 
    input[31:0]  opcplus4;                  
reg [31:0] register[0:31];  
wire [5:0] op = Instruction[31:26];
wire [4:0]rs,rt;
assign rs = Instruction[25:21]; 
assign rt = Instruction[20:16]; 
assign read_data_1 = register[rs];
assign read_data_2 = register[rt];
wire sign;
assign sign = Instruction[15];
assign Sign_extend[31:0] = ((op==6'b001100)      
                          ||(op==6'b001101)              
                          ||(op==6'b001110)              
                          ||(op==6'b001011)  
                          ||(op==6'b001001))?{{16{1'b0}},Instruction[15:0]}:{{16{sign}},Instruction[15:0]};   
reg [5:0] write_addrass; 
always @(*) begin
    if(Jal) write_addrass[5:0] = 5'b11111;
    else if(RegDst) write_addrass[5:0] = Instruction[15:11];  
    else write_addrass[5:0] = Instruction[20:16];  
end
always @(posedge clock) begin
    if(reset==1) 
        begin
            register[0]=32'b0;
            register[1]=32'b0;
            register[2]=32'b0;
            register[3]=32'b0;
            register[4]=32'b0;
            register[5]=32'b0;
            register[6]=32'b0;
            register[7]=32'b0;
            register[8]=32'b0;
            register[9]=32'b0;
            register[10]=32'b0;
            register[11]=32'b0;
            register[12]=32'b0;
            register[13]=32'b0;
            register[14]=32'b0;
            register[15]=32'b0;
            register[16]=32'b0;
            register[17]=32'b0;
            register[18]=32'b0;
            register[19]=32'b0;
            register[20]=32'b0;
            register[21]=32'b0;
            register[22]=32'b0;
            register[23]=32'b0;
            register[24]=32'b0;
            register[25]=32'b0;
            register[26]=32'b0;
            register[27]=32'b0;
            register[28]=32'b0;
            register[29]=32'b0;
            register[30]=32'b0;
            register[31]=32'b0;
        end
    if(RegWrite) begin
        if(Jal) register[write_addrass] <= opcplus4;
        else begin
            if(MemtoReg) register[write_addrass] <= mem_data;
            else register[write_addrass] <= ALU_result;
        end
    end
    register[0] = 32'b0;
end
endmodule
```
==> impl_metrics.env <==
# implementation run metrics
export IMPL_core_area_um2=181500
export IMPL_chipArea_um2=185400
export IMPL_post_cts_buffers=0
export IMPL_mux_share_pct=19.21
export IMPL_path_clk_slew_ns=0.06
export IMPL_critical_path_class="in2out"
export IMPL_area_growth_pct=13.60
export IMPL_setup_viol=0
export IMPL_layout_min_cycle_time_ns=8.051
export IMPL_cp_end_kind="output pin"
export IMPL_tightestPinTransition_ns=1.031
export IMPL_synth_simple_area_share_pct=12.71
export IMPL_p_leak_nw=23.37
export IMPL_hold_viol_final=0
export IMPL_dp_final_hpwl_um=119100
export IMPL_status="finished clean"
export IMPL_worstPathMaxFanout=47
export IMPL_fin_crit_sh_pct=79.71
export IMPL_grt_pass1_wl_um=280300
export IMPL_fillers=17444
export IMPL_syn_avg_cell_area_um2=11.54
export IMPL_gr_usage_all_layers_pct=22.01
export IMPL_largest_register_ffs=1024
export IMPL_holdWs_ns=2.302
export IMPL_ant_nets=0
export IMPL_vias_per_cell=5.469
export IMPL_crit_family="buffers and inverters"
export IMPL_max_stage_delay_ns=0.90
export IMPL_clock_tree_root_cell="clkbuf_16"
export IMPL_max_freq_mhz=124.2
export IMPL_slew_viol_final=0
export IMPL_grt_pass1_vias=39309
export IMPL_ff_type="edfxtp_1"
export IMPL_h_tree_depth=3
export IMPL_grt_max_degree=88
export IMPL_dp_cells=7055
export IMPL_grtUsageMet3_pct=11.84
export IMPL_gr_usage_met1_pct=25.31
export IMPL_use_met2_pct=34.22
export IMPL_antenna_found_initial=13
export IMPL_ios=230
export IMPL_drtIter0Drc=3138
export IMPL_top_area_cell="edfxtp_1"
export IMPL_cpMostUsedCell="clkdlybuf4s50_1"
export IMPL_crit_path_start_kind="input port"
export IMPL_post_cts_resized=0
export IMPL_async_flop_share_pct=0
export IMPL_post_synth_top_area_fraction_pct=54.05
export IMPL_largestRegisters="register (1024)"
export IMPL_detail_route_wl_per_cell_um=27.46
export IMPL_overflow=0
export IMPL_ys_top_logic_family="multiplexers"
export IMPL_rows=156
export IMPL_peakVddDrop_mv=0.1440
export IMPL_lay_top_cells="mux2i_1 (1056), edfxtp_1 (992), nor2_1 (919)"
export IMPL_ctsLongestPathBuffers=3
export IMPL_synth_flops=1024
export IMPL_hp_class="in2reg"
export IMPL_lay_top_count="mux2i_1"
export IMPL_synth_warnings=1
export IMPL_clock_sinks=1024
export IMPL_syn_area_um2=55110
export IMPL_drive_gt1_share_pct=11.45
export IMPL_crit_buf_inv=3
export IMPL_cp_data_required_time_ns=8.08
export IMPL_cp_arrival_ns=6.03
export IMPL_critPathSlowestCell="nor2b_4"
export IMPL_gp_congestion=0.9391
export IMPL_cts_tree="yes"
export IMPL_adder_share_pct=0
export IMPL_edf_count=992
export IMPL_drcViolationCount=0
export IMPL_area_leaders="edfxtp_1 (54%), mux2i_1 (19%), nor2_1 (6.3%)"
export IMPL_ys_area_um2=55110
export IMPL_fin_setup_tns_ns=0
export IMPL_grt_setup_unrepaired="false"
export IMPL_synthAoiAreaFrac_pct=7.885
export IMPL_yosys_stat_cells=4776
export IMPL_numPortBuffers=207
export IMPL_warning_count=26
export IMPL_vias=39631
export IMPL_crit_chain="clkdlybuf4s50_1, nor2b_4, buf_12, a22o_1, nor3_1, a31oi_1, nand3_1, clkdlybuf4s50_1"
export IMPL_synthCells=4776
export IMPL_yosys_stat_seqShare_pct=55.22
export IMPL_cts_buffers=101
export IMPL_synth_cell_types=49
export IMPL_die_y_um=430.6
export IMPL_power_density_nw_per_um2=166.6
export IMPL_max_flop_register="register"
export IMPL_die_w_um=430.6
export IMPL_dr_pass1_iters=6
export IMPL_routed_wl_um=199000
export IMPL_max_slew_margin_pct=31.14
export IMPL_cap_viol_max_count=0
export IMPL_hold_buffers=0
export IMPL_initial_utilization_pct=30.36
export IMPL_xor_share_pct=0
export IMPL_layoutNonFillerInstCount=7246
export IMPL_top_usage_layer="met2"
[metrics by stage]
step	setup WS [ns]	cell area (um^2)	power (mW)	util, %
6_report	2.049	62600	10.43	34.49
4_1_cts	2.280	62600	10.44	34.49
3_5_place_dp	2.261	59230	6.583	32.63
2_1_floorplan	4.807	55230	5.933	-
5_1_grt	2.118	62600	10.69	34.49
3_3_place_gp	2.234	59230	6.572	32.63
[synthesized netlist by cell type, drive strengths merged, types with 3 or more instances]
cell,n
a21oi,225
a22o,128
a22oi,193
a31oi,64
and3,3
buf,379
clkbuf,110
dfxtp,32
edfxtp,992
mux2i,1056
nand2,211
nand2b,37
nand3,209
nand3b,4
nor2,1038
nor2b,5
nor3,67
o21a,3
[where the power goes]
group	switching, mW	total [mW]	internal (mW)
clock	1.70	3.91	2.21
combinational	0.980	1.50	0.519
sequential	0.116	5.02	4.90
total	2.80	10.4	7.63
[layout make-up]
| type | count | area [um^2] | share of cell area (%) |
|---|---|---|---|
| sequential | 1024 | 30430 | 48.61 |
| multi-input combinational | 3292 | 22390 | 35.76 |
| timing repair buffer | 367 | 3433 | 5.484 |
| tap | 2370 | 2965 | 4.737 |
| clock buffer | 126 | 2746 | 4.387 |
| clock inverter | 64 | 620.6 | 0.9913 |
| inverter | 2 | 21.27 | 0.03398 |
| antenna | 1 | 2.502 | 0.003997 |
[path summary, 6_finish.rpt]
path / from / end / cells past startpoint
worst min-delay path: ALU_result[4] / register[12][4] / 4
worst max-delay path: Instruction[21] / read_data_1[18] / 8
[logic make-up (layout without fill, tap and decap cells)]
kind of cell	count (synthesis)	in the layout
AOI/OAI and AO/OA	624	624
buffers and inverters	491	559
DFF	1024	1024
muxes	1057	1057
other	1	33
and+or+nand+nor	1579	1579
[metal layers]
layer	share of wire (%)	wire length (um)	vias to the layer above
li1	-	-	17413
met2	47	92920	2431
met5	0.053	106	-
met3	13	26550	496
met4	5.5	10860	16
met1	34	68570	19275
No activity file was given, so power comes from the tool's default toggle rates.
