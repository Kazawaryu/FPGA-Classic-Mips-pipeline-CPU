### design.v
`timescale 1ns / 1ps
module executs32(Read_data_1,Read_data_2,Sign_extend,Function_opcode,Exe_opcode,ALUOp,
                 Shamt,ALUSrc,I_format,Zero,Jr,Sftmd,ALU_Result,Addr_Result,PC_plus_4
                 );
    input[31:0]  Read_data_1;		 
    input[31:0]  Read_data_2;		 
    input[31:0]  Sign_extend;		 
    input[5:0]   Function_opcode;  	 
    input[5:0]   Exe_opcode;  		 
    input[1:0]   ALUOp;              
    input[4:0]   Shamt;              
    input  		 Sftmd;             
    input        ALUSrc;             
    input        I_format;           
    input        Jr;                
    output       Zero;               
    output reg [31:0] ALU_Result;         
    output[31:0] Addr_Result;		 
    input[31:0]  PC_plus_4;          
wire[31:0] Ainput,Binput;  
wire[3:0] Exe_code;  
wire[2:0] ALU_ctl;  
wire[2:0] Sftm;  
reg[31:0] Shift_Result;  
reg[31:0] ALU_output_mux;  
wire[32:0] Branch_Addr;  
assign Ainput = Read_data_1;
assign Binput = (ALUSrc == 0) ? Read_data_2 : Sign_extend[31:0];
wire signed [31:0] s_A,s_B ;
assign s_A = Ainput;
assign s_B = Binput;
assign Exe_code = (I_format==0) ? Function_opcode[3:0] :{1'b0,Exe_opcode[2:0]};
assign ALU_ctl[0] = (Exe_code[0] | Exe_code[3]) & ALUOp[1];
assign ALU_ctl[1] = ((!Exe_code[2]) | (!ALUOp[1]));
assign ALU_ctl[2] = (Exe_code[1] & ALUOp[1]) | ALUOp[0];
always @(*) begin
    case (ALU_ctl)
        3'b000: ALU_output_mux = Ainput&Binput ; 
        3'b001: ALU_output_mux = Ainput|Binput; 
        3'b010: ALU_output_mux = s_A + s_B; 
        3'b011: ALU_output_mux = Ainput+Binput; 
        3'b100: ALU_output_mux = Ainput^Binput; 
        3'b101: ALU_output_mux = ~(Ainput|Binput); 
        3'b110: ALU_output_mux = s_A-s_B; 
        3'b111: begin
            if(Function_opcode==6'b101010) ALU_output_mux = s_A-s_B;  
            else ALU_output_mux = Ainput - Binput; 
        end  
        default: ALU_output_mux = 32'h0000_0000;
    endcase
end
assign Sftm = Function_opcode[2:0];
always @* begin  
if(Sftmd)
case(Sftm[2:0])
3'b000:Shift_Result = Binput << Shamt;  
3'b010:Shift_Result = Binput >> Shamt;  
3'b100:Shift_Result = Binput << Ainput;  
3'b110:Shift_Result = Binput >> Ainput;  
3'b011:Shift_Result = s_B >>> Shamt;  
3'b111:Shift_Result = s_B >>> Ainput;  
default:Shift_Result = Binput;
endcase
else
Shift_Result = Binput;
end
always @* begin
if( ((ALU_ctl==3'b111) && (Exe_code[3]==1)) ||((ALU_ctl[2:1]==2'b11) && (I_format==1)) )
ALU_Result = {31'b0,ALU_output_mux[31]};
else if((ALU_ctl==3'b101) && (I_format==1))
ALU_Result[31:0]= {Sign_extend[15:0],16'b0};
else if(Sftmd==1)
ALU_Result = Shift_Result ;
else  
ALU_Result = ALU_output_mux[31:0];
end
assign Zero = (ALU_output_mux == 32'b0) ? 1'b1 : 1'b0;
assign Branch_Addr = PC_plus_4+(Sign_extend<<2);  
assign Addr_Result = Branch_Addr[31:0];
endmodule
### run.sh
#!/bin/bash
# OpenROAD 26Q1-2900-gdf79404cd8, Yosys 0.63+post, stock flow scripts
make -C /OpenROAD-flow-scripts/flow DESIGN_CONFIG=/design/flow/config.mk WORK_HOME=/design/flow/orfs finish
### config.mk
export PLATFORM = sky130hd
export DESIGN_NAME = executs32
export DESIGN_NICKNAME = executs32
export VERILOG_FILES = /design/flow/design.v
export SDC_FILE = /design/flow/constraint.sdc
export NUM_CORES = 4
export LEC_CHECK = 1
export CORE_UTILIZATION = 30
### constraint.sdc
current_design executs32

set clk_period 21.9
set clk_io_pct 0.2

create_clock -name clk0 -period $clk_period

set non_clock_inputs [all_inputs -no_clocks]
set_input_delay [expr $clk_period * $clk_io_pct] -clock clk0 $non_clock_inputs
set_output_delay [expr $clk_period * $clk_io_pct] -clock clk0 [all_outputs]
==> flow_summary.json <==
{
  "synth.distinct_cells": 92,
  "ir_drop_uv": 18.4,
  "dieArea_um2": 48300,
  "portBuffers": 206,
  "ys_seq_share": 0,
  "cts_hold_buf": 0,
  "wl_mm": 82.9,
  "period_minus_slack_ps": 15010,
  "postCtsSetupRepairBufs": 0,
  "grt_pass1_vias": 17272,
  "firstDrtPassIters": 26,
  "cts-resized-gates": 0,
  "setup-tns-final_ps": 0,
  "worst_hold_slack_ps": 8760,
  "flops": 0,
  "cp.arrival_ps": 10630,
  "crit_type": "in -> out",
  "period_used_share": 0.686,
  "log.warning_count": 110,
  "hold_viol_final": 0,
  "grt_antenna_before_repair": 2,
  "drive_gt1_frac": 0.0637,
  "fmax_ghz": 0.0666,
  "dp.final_hpwl_mm": 66.2,
  "max-slew-margin-rel": 0.343,
  "yosysTopAreaCell": "ha_1",
  "track_usage": 0.343,
  "endpoint": "Zero",
  "topCellsByArea": "ha_1 12%, mux2i_1 11%, a21oi_1 7.8%",
  "synthCells": 2237,
  "drt-initial-drc-count": 2155,
  "routed-via-count": 18891,
  "core_area_um2": 46700,
  "internal_power_uw": 240,
  "startpoint": "Sign_extend[3]",
  "die_w_um": 220,
  "p_sw_uw": 396,
  "syn_to_final_growth_pct": 19.5,
  "finalMaxSlewViolations": 0,
  "end_kind": "output pin",
  "fp_util": 0.305,
  "hold_path.class": "in -> out",
  "clkbuf_count": 0,
  "syn_area_um2": 14200,
  "final-seq-area_um2": 0,
  "final_cell_mix": "279 x nor2_1, 221 x nand2_1, 219 x a21oi_1",
  "lay_top_count": "nor2_1",
  "power_density_nw_per_um2": 37.4,
  "vias_per_cell": 6.38,
  "drt_drc_violations_left": 0,
  "gp_congestion": 1.13,
  "top_cell_area_share": 0.117,
  "syn_avg_cell_area_um2": 6.35,
  "wire_per_inst_um": 28.0,
  "hold_start": "PC_plus_4[0]",
  "ios": 216,
  "ys_cells": 2237,
  "grt_pass1_wl_mm": 120,
  "cap_violations": 0,
  "tightest_slew_ps": 982,
  "ys_chip_area_um2": 14200,
  "critPathMaxStageDelay_ps": 730,
  "yosysWarnings": 1,
  "setup_violations": 0,
  "finalPower_uw": 635,
  "grt_max_degree": 55,
  "placementRows": 79,
  "ant_nets": 0,
  "fin_util": 0.364,
  "grt_overflow": 0,
  "status": "finished clean",
  "crit_path_start_kind": "input port",
  "die_h_um": 220,
  "cp.required_ps": 17520,
  "netSwitchingFraction": 0.623,
  "worstPathMaxFanout": 8,
  "p_leak_uw": 0.00696,
  "cp_slowest_cell": "nor4_1",
  "critical_path.cell_chain": "clkdlybuf4s50_1, mux2_2, inv_1, ha_1, o21ai_0, o21ai_1, nand3_1, o211ai_1, a21oi_1, o41ai_2, o21ai_0, nor4_1, o221ai_1, or4_1, nor4_1, clkdlybuf4s50_1",
  "rsz0062_at_grt": "no"
}
## cell type report
cell class / instances / area, µm²
timing repair buffer: 285 / 2650
antenna: 2 / 5.00
tap: 607 / 759
inverter: 99 / 372
multi-input combinational: 1969 / 13200
fill: 4996 / 29700
## worst min-delay path by stage
stage         cells past startpoint             end
finish                            0  Addr_Result[0]
global route                      0  Addr_Result[1]
CTS                               0  Addr_Result[0]
## cell usage after synthesis (58+ instances only)
master,count
o211ai_1,68
a21oi_1,221
nand2_1,221
a211oi_1,74
mux2i_1,155
clkbuf_1,109
inv_1,95
ha_1,133
o21ai_0,172
nor2_1,279
nor3_1,66
nand3_1,58
## power by group through the flow
stage / logic [µW] / registers (µW) / clock network (µW)
CTS: 616 / 0 / 0
global route: 675 / 0 / 0
## through the flow
step / setup WS (ps) / area [µm²] / instances
2_1_floorplan: 8960 / 14200 / 2237
3_3_place_gp: 7170 / 17000 / 2960
3_5_place_dp: 7180 / 17000 / 2960
4_1_cts: 7140 / 17000 / 2960
5_1_grt: 6690 / 17000 / 2960
6_report: 6890 / 17000 / 2962
## worst max-delay path: cells and delay by family
kind                     cells  cell delay (ps)
AND-OR/OR-AND                7             1960
adder cells (fa/ha/maj)      1              490
buffers and inverters        3             1520
multiplexers                 1              450
AND/OR/NAND/NOR              4             1810
## cells by family (layout without fill, tap and decap cells)
family          after synthesis  in the layout  synth area share
compound gates              849            849             0.393
simple gates                743            743             0.231
fa+ha+maj                   136            136             0.121
buf+inv                     268            384            0.0772
other cells                   0              2                 0
mux                         189            189             0.145
xor+xnor                     52             52            0.0320
## per-layer routing
| layer | vias to the layer above | track usage | part of all wire |
|---|---|---|---|
| met2 | 1328 | 0.487 | 0.41 |
| met3 | 244 | 0.0887 | 0.12 |
| li1 | 8637 | - | - |
| met4 | 0 | 0.181 | 0.064 |
| met5 | - | 0 | 0 |
| met1 | 8682 | 0.473 | 0.41 |
Power is estimated from default activity; no workload was simulated.
